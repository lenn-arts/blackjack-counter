==> design.v <==
module img_reader(
		input logic        clk,
	    input logic 	   reset,
		input logic [31:0]  writedata,  
		input logic 	   write,
		input 		   		chipselect,
		input logic [7:0] 	address,
		input logic  	   read,
		input logic [7:0] VGA_R,
		input logic [7:0] VGA_G,
		input logic [7:0] VGA_B,
		input logic HSYNC,
		input logic VSYNC,
		output logic [31:0] readdata,
		output logic get_img);  
	assign readdata = get_img ? {VGA_R, VGA_G, VGA_B, 8'd0} : counter_to_zeros;
	logic [31:0] counter_to_zeros = 32'd0;
	logic [31:0] counter = 32'd0;
	always_ff @(posedge clk) begin
		if (reset) begin
			get_img <= 1'd0;
		end else if (chipselect && read) begin
			case(address)
				8'b0: begin
					get_img <= 1'd1;
					counter_to_zeros <= 32'd0;
					counter <= counter + 32'd1;
					if (!HSYNC && !VSYNC) begin
						counter_to_zeros <= counter;
						counter <= 32'd0;  
					end
				end
				8'b1: begin
					get_img <= 1'd0;
					counter <= 32'd0;
				end
			endcase
		end else begin 
			get_img <= 1'd0;  
			counter <= 32'd0;
			counter_to_zeros <= 32'd0;
		end
	end
endmodule
==> run.sh <==
#!/bin/bash
# OpenROAD 26Q1-2900-gdf79404cd8, Yosys 0.63+post, stock flow scripts
make -C /OpenROAD-flow-scripts/flow DESIGN_CONFIG=/design/flow/config.mk WORK_HOME=/design/flow/orfs finish
==> config.mk <==
export PLATFORM = sky130hd
export DESIGN_NAME = img_reader
export DESIGN_NICKNAME = img_reader
export VERILOG_FILES = /design/flow/design.v
export SDC_FILE = /design/flow/constraint.sdc
export NUM_CORES = 4
export LEC_CHECK = 1
export CORE_UTILIZATION = 30
==> constraint.sdc <==
current_design img_reader

set clk_period 9.8
set clk_io_pct 0.2

create_clock -name clk0 -period $clk_period [get_ports {clk}]

set non_clock_inputs [all_inputs -no_clocks]
set_input_delay [expr $clk_period * $clk_io_pct] -clock clk0 $non_clock_inputs
set_output_delay [expr $clk_period * $clk_io_pct] -clock clk0 [all_outputs]
==> summary.txt <==
yosys + openroad results -> status=finished clean, unique cell type count in the Yosys netlist=35, total power=0.0006041 W, P_leak=1.436 nW, Max VDD drop=49.47 uV, Area Growth Syn to Fin=31.97%, CTS Buf Count=9, RSZ-0062 raised after global routing=false, critical path type=input pin to output port, Via Count=2430, pin count of the biggest net entering global routing=33, die width=108.0 um, Register Area=0.001942 mm2, tool warnings=58, filler cell count=973, antenna violations before repair=0, Dominant cell area share=56.97%, GPL Wtd Cong=0.7983, Yosys Instances=287, Clock Sinks=65, HPWL Detailed=4658 um, Tcrit/Tclk final=51.03%, Finished Cell Area=0.004452 mm2, Hold Path Class=flop to flop, TritonCTS clock tree=yes, root buf cell=clkbuf_8, Worst Path Required=7840 ps, most instantiated logic cells after routing=70 x clkdlybuf4s50_1, 64 x edfxtp_1, 35 x and2_1, Cell Area, Placed=0.004263 mm2, crit end category=output port, Antenna Cells=0, post_cts resized=0, final setup fails=0, Slew Viols, Final=0, Finished Layout Cells=503, Setup Slack @ Placement=4795 ps, full die area=0.01167 mm2, DR pass1 iterations=4, Clock Path Buffers=2, Synth Instances=287, yosys warns=1, logic area=0.001404 mm2, row count=38, WL/cell=13.32 um, core area=0.01089 mm2, H-tree depth=3, placed cell count=487, Commonest Layout Cell=clkdlybuf4s50_1, Final Critical Period=5001 ps, setup bufs post-CTS=0, die height=108.0 um, cell area after synthesis=0.003373 mm2, layout cells sized above 1=13.22%, Max FO, Critical Path=1, Max-cap violations=0, post-synth top area cell=edfxtp_1, WP data arrival=3040 ps, number of DRC markers in iteration 0=97, Hold-fix buffers, CTS=0, clock slew at reported path FFs=60 ps, Setup Skew=6.945 ps, Post-synth seq share=57.57%, DR DRC count=0, Startpoint Class=input pin, Worst Tran Pin Value=576.6 ps, GRT Overall Usage=12.12%, Final WS setup=4799 ps, Sum Neg Setup Slack=0 ps, PwrDens=135.7 mW/mm2, IO buf count=70, main area contributors=edfxtp_1 57%, mux2_2 8.0%, and2_1 6.5%, a21oi_1 3.0%, or3_1 2.2%, Yosys reg bits=65, Antenna Nets Post-Route=0, Late-Pin Clk Latency=330 ps, vias in the first global route=2228, max_slew headroom=61.20%, Max Clock Freq=200.0 MHz, Initial Util=30.98%, GRT overflow=0, # IOs=104, vias per inst=4.831, Synth Area per Inst=11.75 um2, global-route wire length before repair=10820 um, WL final=6701 um, YS chip area=0.003373 mm2, Final Hold Fails=0
layer usage:
metal | part of all wire (%) | vias up | global-route usage [%]
li1 | - | 1227 | -
met3 | 5.3 | 8 | 1.779
met1 | 50 | 1128 | 20.09
met5 | 0 | - | 0
met2 | 43 | 67 | 17.97
met4 | 1.6 | 0 | 2.250
Yosys cell counts, drive strengths merged:
| master | instances |
|---|---|
| a211oi | 1 |
| a21o | 1 |
| a21oi | 20 |
| a31oi | 2 |
| and2 | 35 |
| and3 | 1 |
| and4 | 5 |
| buf | 2 |
| clkbuf | 13 |
| dfxtp | 1 |
| edfxtp | 64 |
| ha | 1 |
| inv | 1 |
| mux2 | 24 |
| nand2 | 14 |
| nand3 | 10 |
| nand4 | 8 |
| nor2 | 11 |
| nor2b | 8 |
| nor3 | 7 |
| nor4 | 2 |
| nor4b | 1 |
| o211ai | 1 |
| o21a | 2 |
| o21ai | 12 |
| o31ai | 7 |
| or2 | 2 |
| or3 | 12 |
| or4 | 9 |
| xnor2 | 6 |
| xor2 | 4 |
cells by family (layout without fill, tap and decap cells):
group	count (synthesis)	count (layout)	synth area share, %
xor gates and xnor gates	10	10	2.596
DFF	65	65	57.57
AOI/OAI and AO/OA	46	46	7.790
muxes	24	24	8.012
adders and majority gates	1	1	0.3709
and+or+nand+nor	125	125	21.81
buffers and inverters	16	92	1.855
worst paths after layout:
path | startpoint | to | slack, ps | cells after the start
worst max register to register | counter[0] | counter[26] | 7320 | 5
worst max-delay path | VGA_R[0] | readdata[24] | 4800 | 3
worst min-delay path | counter[31] | counter_to_zeros[31] | 590 | 1
worst min register to register | counter[31] | counter_to_zeros[31] | 590 | 1
state kept, by name (all words and copies together), names as in the netlist:
name,count
counter,32
get_img,1
counter_to_zeros,32
stage by stage:
stage               hold slack [ps]  utilization [%]
floorplan                     540.3                -
finish                        593.5            40.89
CTS                           590.8            40.89
global placement              580.1            39.15
global route                  631.4            40.89
detailed placement            576.0            39.15
final cells by class:
class | count | area share (%)
timing repair buffer | 75 | 16.58
multi-input combinational | 206 | 31.53
tap | 140 | 3.935
sequential | 65 | 43.62
inverter | 1 | 0.08432
clock inverter | 3 | 0.8994
clock buffer | 13 | 3.345
report_power, final:
part / internal (W) / switching (W)
clock network: 0.000124 / 0.0000943
logic: 0.0000339 / 0.0000213
registers: 0.000320 / 0.0000105
total: 0.000478 / 0.000126
worst max-delay path, stage by stage:
cell,delay (ps)
clkdlybuf4s50_1,400
mux2_2,260
clkdlybuf4s50_1,420
Power figures rest on the tool's default switching activity, not on a simulated workload.
